==> flow/design.v <==
module register_file (
    input  logic        clk, 
    input  logic        reset,    
    input  logic        i_write_enable,        
    input  logic [4:0]  i_write_address,        
    input  logic [31:0] i_write_data,    
    input  logic [4:0]  i_read_address_1,      
    output logic [31:0] o_read_data_1,      
    input  logic [4:0]  i_read_address_2,       
    output logic [31:0] o_read_data_2       
);
    logic [31:0] registers[31:0];
    always_comb begin
        o_read_data_1 = (i_read_address_1 != 5'd0) ? registers[i_read_address_1] : 32'b0;
        o_read_data_2 = (i_read_address_2 != 5'd0) ? registers[i_read_address_2] : 32'b0;
    end
    always_ff @(posedge clk) begin
        if(reset) begin
            for (int i = 0; i < 32; i++) begin
                registers[i] <= 32'd0;
            end
        end else begin
            if (i_write_enable && (i_write_address != 5'd0)) begin
                registers[i_write_address] <= i_write_data;
            end
        end
    end
endmodule
==> flow/run.sh <==
#!/bin/bash
# OpenROAD 26Q1-2900-gdf79404cd8, Yosys 0.63+post, stock flow scripts
make -C /OpenROAD-flow-scripts/flow DESIGN_CONFIG=/design/flow/config.mk WORK_HOME=/design/flow/orfs finish
==> flow/config.mk <==
export PLATFORM = sky130hd
export DESIGN_NAME = register_file
export DESIGN_NICKNAME = register_file
export VERILOG_FILES = /design/flow/design.v
export SDC_FILE = /design/flow/constraint.sdc
export NUM_CORES = 4
export LEC_CHECK = 1
export CORE_UTILIZATION = 50
==> flow/constraint.sdc <==
current_design register_file

set clk_period 26.2
set clk_io_pct 0.2

create_clock -name clk0 -period $clk_period [get_ports {clk}]

set non_clock_inputs [all_inputs -no_clocks]
set_input_delay [expr $clk_period * $clk_io_pct] -clock clk0 $non_clock_inputs
set_output_delay [expr $clk_period * $clk_io_pct] -clock clk0 [all_outputs]
==> ci_impl_report.md <==
### Yosys + OpenROAD results

| Metric | Value |
|---|---|
| CP required | 20.96 ns |
| Status | finished clean |
| PortBufs | 113 |
| DRC Markers | 0 |
| Postcts setup bufs | 0 |
| Yosys chip area | 54,200 µm² |
| H-tree levels | 3 |
| Max FFs per register | 1,024 |
| Worst Max-Slew Pin Slew | 1.14 ns |
| Final setup fails | 0 |
| Slew Limit Headroom | 22.0% |
| Final WL | 180,000 µm |
| Most frequent cell after synthesis | edfxtp_1 |
| Clk sink count | 1,024 |
| Detail Route Antenna Nets | 0 |
| Max VDD drop | 0.0000471 V |
| Dominant cell area share | 56.7% |
| Area growth syn-to-layout | 11.6% |
| Hold Violations, Final | 0 |
| Width of the die | 331 µm |
| All-Layer GR Usage | 37.2% |
| Fin area | 60,500 µm² |
| Largest net degree at the start of global routing | 104 |
| Largest area contributor in the netlist | edfxtp_1 |
| CP startpoint kind | input port |
| Die height | 331 µm |
| Post-synth ARST share | 0% |
| Top cells by count, synth | 1,024 x edfxtp_1, 995 x and2_1, 472 x mux4_2, 272 x clkbuf_1, 150 x mux2i_1 |
| Hpwl dp | 103,000 µm |
| Routed len/inst | 35.9 µm |
| Clk buf depth | 3 |
| Via Count | 32,880 |
| Synth flops | 1,024 |
| Final Slew Violations | 0 |
| Synthesized cell area | 54,200 µm² |
| Clock Pin Slew Worst Setup and Hold Paths | 0.06 ns |
| Yosys Instances | 3,502 |
| Cts hold-fix bufs | 0 |
| FP Util | 50.5% |
| DRT Pass-1 Iters | 5 |
| Root buf cell | clkbuf_16 |
| Leakage | 20.8 nW |
| RSZ-0062 raised after global routing | false |
| Layout cell share with drive strength beyond 1 | 25.4% |
| CTS buffer count | 109 |
| Register area | 30,700 µm² |
| Seq share, synth | 56.7% |
| Num rows | 120 |
| GP Congestion | 0.902 |
| Setup CP Type | input port to primary output |
| Comb gate area | 21,900 µm² |
| DR vias/cell | 6.53 |
| Hold path start | reset |
| Starting DRC count in detailed routing | 2,001 |
| CP Max Fanout | 48 |
| Post-Syn Instances | 3,502 |
| Sum Neg Setup Slack | 0 ns |
| Hold Path Class | input port to flip-flop |
| Post-synth cell types | 42 |
| Power Dens Cells | 66.7 nW/µm² |
| Main flop type after synthesis | edfxtp_1 |
| Final critical-path required period | 15.52 ns |
| Cells on Worst Hold Path | 2 |
| CTS resizes | 0 |
| IO Pins | 114 |
| Post-synth EDFFs | 1,024 |
| Ys Warns | 1 |
| Synth Area per Inst | 15.5 µm² |
| Regs by FF count | registers x1024 |
| Hold EP | registers[0][24] |
| Core ar. | 107,000 µm² |
| Max-Cap Viols | 0 |
| Vias in the first global route | 36,998 |
| Overflow after GRT | 0 |
| WHS | 5.14 ns |
| Setup crit end kind | primary output |
| Initial antenna violation count | 3 |
| Fill cells | 7,919 |
| Die ar. | 110,000 µm² |
| OpenROAD warning count | 29 |
| TritonCTS clock tree | built |
| Register name with the most flops | registers |
| Cycle use final | 59.2% |
| Top cells, area | edfxtp_1 57%, mux4_2 20%, and2_1 11% |
| FMAX | 0.0644 GHz |
| Placed cell areas | 56,800 µm² |
| Global-route wire length before repair | 259,000 µm |
| WP data arrival | 10.28 ns |
==> layout make-up <==
cell class / instances / share of cell area [%]
Multi-Input combinational cell: 2120 / 36.2
Inverter: 2 / 0.0124
Tap cell: 1403 / 2.90
Clock inverter: 81 / 1.46
Sequential cell: 1024 / 50.8
Clock buffer: 125 / 4.68
Antenna cell: 2 / 0.00827
Timing Repair Buffer: 275 / 3.90
==> cells by family (layout without fill, tap and decap cells) <==
logic type | count (synthesis) | count (layout) | share of synthesized area, %
other cells | 1 | 34 | 0.00691
mux | 652 | 652 | 23.0
buf+inv | 389 | 483 | 3.31
compound gates | 259 | 259 | 3.65
flops | 1024 | 1024 | 56.7
simple gates | 1177 | 1177 | 13.3
==> worst max path at each step <==
stage | slack [ns] | from | to | cells after the start
6_report | 10.68 | i_read_address_2[0] | o_read_data_2[26] | 10
5_1_grt | 10.39 | i_read_address_2[0] | o_read_data_2[26] | 10
4_1_cts | 10.63 | i_read_address_2[0] | o_read_data_2[26] | 10
==> worst max-delay path, cell delays in order <==
cell and delay [ns]:
buf_8 0.39, buf_4 0.72, buf_4 0.70, buf_4 0.63, mux4_2 0.58, a22o_1 0.24
a2111oi_1 0.90, buf_4 0.24, nor3_1 0.05, clkdlybuf4s50_1 0.45
==> where the power goes <==
group          internal [mW]  total, mW  switching, mW
Combinational          0.213      0.481          0.268
Clock                  0.959       1.62          0.658
Sequential              1.89       1.94         0.0462
==> cell usage in the layout, fill, tap and decap left out, drive strengths merged, types with 12 or more instances in the layout <==
cell type	synthesis	final
clkbuf	272	125
clkdlybuf4s50	0	104
mux4	472	472
a22o	51	51
a21oi	12	12
nor2b	14	14
or2	33	33
nor3	54	54
edfxtp	1024	1024
and2	995	995
bufinv	0	19
conb	1	32
a22oi	16	16
clkinv	0	52
nor2	36	36
mux2i	150	150
buf	115	171
o22ai	103	103
a2111oi	55	55
mux2	30	30
==> per-layer routing <==
metal	up-vias	global-route usage (%)	share of wire (%)
met1	16027	45.4	31
met3	430	28.9	18
met5	-	1.91	0.16
met2	2778	51.4	45
met4	12	14.5	5.2
li1	13633	-	-
==> through the flow <==
stage | cells | utilization, % | setup WS [ns] | total power, mW
3_5_place_dp | 4824 | 52.9 | 10.63 | 2.45
5_1_grt | 5030 | 56.4 | 10.39 | 4.15
6_report | 5032 | 56.4 | 10.68 | 4.04
4_1_cts | 5030 | 56.4 | 10.63 | 4.05
3_3_place_gp | 4824 | 52.9 | 10.67 | 2.44
2_1_floorplan | 3533 | - | 14.12 | 2.24
Power figures rest on the tool's default switching activity, not on a simulated workload.
