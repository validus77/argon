--- ./design.v ---
`timescale 1ns / 1ps
module uart_rx(
    input logic          clk,
    input logic          reset,
    input logic          i_rx,
    output logic         o_valid,
    output logic[7:0]    o_data,
    output logic         o_error
    );
    localparam CLK_FREQ = 50000000;
    localparam BAUD_RATE = 115200;
    localparam integer CYCLES_PER_BIT = CLK_FREQ / BAUD_RATE;
    typedef enum logic [1:0] {
        IDLE,       
        START,      
        DATA_RX,    
        STOP        
    } state_t;
    state_t state;
    logic [2:0] bit_index;
    logic [15:0] counter;
    logic rx_sync_temp, rx_synced;
    always_ff @(posedge clk or posedge reset) begin
        if (reset) begin
            rx_sync_temp <= 1'b1;
            rx_synced <= 1'b1;
        end else begin
            rx_sync_temp <= i_rx;
            rx_synced <= rx_sync_temp;
        end
    end
    always_ff @(posedge clk) begin
        if (reset) begin
            state <= IDLE;
            counter <= 16'd0;
            bit_index <= 3'd0;
            o_valid <= 1'b0;
            o_error <= 1'b0;
            o_data <= 8'd0;
        end else begin
            case (state)
                IDLE: begin
                    o_valid <= 1'b0;
                    o_error <= 1'b0;
                    if (rx_synced == 1'b0) begin
                         state <= START;
                         counter <= 16'd0;
                    end
                end
                START: begin
                    if (counter == (CYCLES_PER_BIT / 2) - 1) begin   
                        if (rx_synced == 1'b0) begin
                            counter <= 16'd0;  
                            bit_index <= 3'd0;  
                            state <= DATA_RX;   
                        end else begin
                            state <= IDLE;  
                        end
                    end else begin
                        counter++;
                    end  
                end
                DATA_RX: begin 
                    if (counter == CYCLES_PER_BIT - 1) begin  
                        counter <= 16'd0;  
                        o_data[bit_index] <= rx_synced;
                        if (bit_index == 3'd7) begin
                            state <= STOP;  
                        end else begin
                            bit_index++;   
                        end
                    end else begin
                        counter++;
                    end
                end
                STOP: begin
                    if (counter == CYCLES_PER_BIT - 1) begin
                        counter <= 16'd0;
                         if (rx_synced == 1'b1) begin
                            o_valid <= 1'b1;
                         end else begin
                           o_error <= 1'b1; 
                           o_data <= 8'd0;  
                         end
                         state <= IDLE; 
                    end else begin
                        counter++;
                    end
                end
                default: begin
                    state <= IDLE;
                end 
            endcase
        end
    end 
endmodule
module uart_tx (
    input  logic         clk, 
    input  logic         reset, 
    input  logic         i_valid,
    input  logic[7:0]    i_data, 
    output logic         o_ready,
    output logic         o_tx
);
    localparam CLK_FREQ = 50000000;
    localparam BAUD_RATE = 115200;
    localparam integer CYCLES_PER_BIT = CLK_FREQ / BAUD_RATE;
    typedef enum logic [1:0] {
        IDLE,       
        START,      
        DATA_TX,    
        STOP        
    } state_t;
    state_t state;
    logic [2:0] bit_index;
    logic [15:0] counter;
    always_comb begin
        o_ready = 1'b0;
        if (state == IDLE) begin
            o_ready = 1'b1;   
        end
    end
    always_ff @(posedge clk) begin
        if (reset) begin
            state <= IDLE;
            counter <= 16'd0;
            bit_index <= 3'd0;
            o_tx <= 1'b1;
        end else begin
            case (state)
                IDLE: begin
                    o_tx <= 1'b1; 
                    if (i_valid) begin   
                         state <= START;
                    end
                end
                START: begin
                    o_tx <= 1'b0;  
                     if (counter == CYCLES_PER_BIT - 1) begin
                        counter <= 16'd0;
                        state <= DATA_TX;
                     end else begin
                        counter++;
                     end 
                end
                DATA_TX: begin
                    o_tx <= i_data[bit_index];
                    if (counter == CYCLES_PER_BIT - 1) begin
                        counter <= 16'd0;
                        if (bit_index == 3'd7) begin
                            bit_index <= 3'd0;
                            state <= STOP;
                        end else begin
                            bit_index++;
                        end
                    end else begin
                        counter++;
                    end
                 end
                STOP: begin
                    o_tx <= 1'b1;
                    if (counter == CYCLES_PER_BIT - 1) begin
                        counter <= 16'd0;
                        state <= IDLE;
                    end else begin
                        counter++;
                    end
                end
                default: begin
                    state <= IDLE;
                end
            endcase
        end
    end
endmodule
module uart_wishbone (
    input  logic         clk, 
    input  logic         reset,  
    wishbone_if.slave wishbone,
    input  logic         i_rx,
    output logic         o_tx
);
    typedef enum logic [31:0] {
        TDR_ADDR    = 32'h10000000,    
        RDR_ADDR    = 32'h10000004,    
        SR_ADDR     = 32'h10000008,     
        CR_ADDR     = 32'h1000000C      
    } uart_reg_addr_t;
    wire uart_reg_addr_t uart_addr = uart_reg_addr_t'(wishbone.address);
    logic tx_busy;
    logic rx_available;
    logic framing_error;
    logic overflow_error;
    logic [7:0] rdr_reg;
    logic [7:0] sr_reg;
    logic [7:0] tx_data;
    logic [7:0] rx_data;
    logic rx_ready;
    logic tx_ready;
    logic tx_start;
    logic rx_data_read;
    uart_rx uart_rx_inst (
        .clk(clk),
        .reset(reset),
        .i_rx(i_rx),
        .o_valid(rx_available),
        .o_data(rx_data),
        .o_error(framing_error)
    );
    uart_tx uart_tx_inst (
        .clk(clk),
        .reset(reset),
        .i_valid(tx_start),
        .i_data(tx_data),
        .o_ready(tx_ready),
        .o_tx(o_tx)
    );
    always_ff @(posedge clk) begin
        if(reset) begin 
            wishbone.ack <= 1'b0;
        end else begin
            if (wishbone.cycle && wishbone.strobe && !wishbone.ack) begin
                wishbone.ack <=  1'b1;  
            end else begin
                wishbone.ack <= 1'b0;
            end 
        end
    end
    always_comb begin
        if (wishbone.cycle && wishbone.strobe && !wishbone.write_enable) begin
            case (uart_addr) 
                RDR_ADDR: wishbone.data_out = {24'b0, rdr_reg};  
                SR_ADDR: wishbone.data_out = {24'b0, sr_reg};  
                default: wishbone.data_out = 32'b0;
            endcase
        end else begin
            wishbone.data_out = 32'd0;
        end
    end
    always_ff @(posedge clk) begin
        if(reset) begin
            tx_data <= 8'd0;
        end else begin
             if (wishbone.cycle && 
                wishbone.strobe && 
                wishbone.write_enable) begin
                case (uart_addr)
                    TDR_ADDR: begin
                        tx_data <= wishbone.data_in[7:0];
                        tx_start <= 1'b1;
                    end 
                endcase
             end else if (tx_start && !tx_ready) begin
                tx_start <= tx_start;  
             end else if (tx_start && tx_ready) begin
                tx_start <= 1'b0;  
                tx_data <= 8'd0;
             end
        end
    end
    always_ff @(posedge clk) begin
    if (reset) begin
        rx_ready <= 1'b0;
        overflow_error <= 1'b0;
        rdr_reg <= 8'd0;
    end else begin
        if (rx_available) begin
            if (!rx_ready) begin
                rdr_reg <= rx_data;
                rx_ready <= 1'b1;
            end else begin
                rdr_reg <= rx_data;
                overflow_error <= 1'b1;
            end
        end
        if (wishbone.cycle && 
            wishbone.strobe && 
            !wishbone.write_enable && 
            wishbone.ack && 
            uart_addr == RDR_ADDR) begin
                rx_ready <= 1'b0;
                overflow_error <= 1'b0;
        end
        sr_reg[0] <= rx_ready;         
        sr_reg[1] <= tx_ready;         
        sr_reg[2] <= framing_error;    
        sr_reg[3] <= overflow_error;   
    end
end
endmodule
--- ./run.sh ---
#!/bin/bash
# OpenROAD 26Q1-2900-gdf79404cd8, Yosys 0.63+post, stock flow scripts
make -C /OpenROAD-flow-scripts/flow DESIGN_CONFIG=/design/flow/config.mk WORK_HOME=/design/flow/orfs finish
--- ./config.mk ---
export PLATFORM = sky130hd
export DESIGN_NAME = uart_wishbone
export DESIGN_NICKNAME = uart_wishbone
export VERILOG_FILES = /design/flow/design.v
export SDC_FILE = /design/flow/constraint.sdc
export NUM_CORES = 4
export LEC_CHECK = 1
export CORE_AREA = 10 10 94 94
export DIE_AREA = 0 0 104 104
--- ./constraint.sdc ---
current_design uart_wishbone

set clk_period 3.7
set clk_io_pct 0.2

create_clock -name clk0 -period $clk_period [get_ports {clk}]

set non_clock_inputs [all_inputs -no_clocks]
set_input_delay [expr $clk_period * $clk_io_pct] -clock clk0 $non_clock_inputs
set_output_delay [expr $clk_period * $clk_io_pct] -clock clk0 [all_outputs]
==> flow_summary.toml <==
# yosys + openroad results
[outcome]
status = "finished, final reports clean"

[layout]
final_cells = 226
mi_logic_area_um2 = 627
area_growth_pct = 14.9
drive_gt1_frac = 0.0538
fill_cells = 770
fin_area_um2 = 1310
flop_area_um2 = 480

[power]
vdd_drop_max_mv = 0.128
share_seq_of_total_power = 0.626
pwr-share-clk = 0.359
p_per_area_nw_per_um2 = 314
share_comb_of_total_power = 0.015
p_leak_nw = 0.399
p_switching_uw = 79.7
p_int_uw = 332
swShare = 0.193

[routing]
wirelength_um = 2090
wl_per_cell_um = 9.24
dr_total_vias = 892
viasPerCell = 3.95
drt_first_pass_iters = 4
drtIter0Drc = 67
diodes = 0
drc_errors = 0
final_antenna_net_count = 0

[setup_path]
start_kind = "flop"
cp_cell_sequence = "ha_1 -> or4b_1 -> o41a_1 -> or4_1 -> a21oi_1"
cp.arrival_ns = 2.26
crit_cells = 5
regToRegEndpoint = "uart_tx_inst.bit_index[0]"
cp_top_family = "simple AND/OR/NAND/NOR gates"
end_kind = "flop"
crit_required_ns = 3.89
path_max_fanout = 4
cp-startpoint = "uart_tx_inst.counter[0]"
timing.rr.start = "uart_tx_inst.counter[0]"
path_class = "reg2reg"
cpPeakStageDelay_ns = 0.46
crit_end = "uart_tx_inst.bit_index[0]"
reg2reg_slack_ns = 1.63
critical_path.slowest_cell = "or4b_1"
rr_worst_depth = 5
path_buffers = 0

[floorplan]
die_w_um = 104
fp_util = 0.167
core_um2 = 6830
fp.dieH_um = 104
ioPinCount = 4
die-area_um2 = 10800
placementRows = 30

[place]
hpwlAfterDp_um = 1510
gp_congestion = 0.786
dpl.cell_count = 223
numPortBuffers = 2
pre_cts_ws_ns = 1.65
dpl_cell_area_um2 = 1270

[yosys]
avgSynthCellArea_um2 = 8.85
ys.flop_type = "dfxtp_1"
yosysCellCount = 129
yosysWarningCount = 37
netlist_instances = 129
synth_cell_types = 33
ys_seq_frac = 0.421
ys.flops = 24
edf_count = 0
ys_async_sr_fraction = 0
syn_area_um2 = 1140
yosys_area_um2 = 1140

[global_routing]
grt_pass1_vias = 803
antenna_found_initial = 0
overflow = 0
grt_usage = 0.0372
grt_pass1_wl_um = 3620
grt_start_max_net_pins = 15

[sta]
clock-skew-final_ns = 0.00207
hold_viol_final = 0
worst_slew_pin_slew_ns = 0.423
max_slew_margin = 0.714
fmax_ghz = 0.484
hold_ws_ns = 0.484
rsz0062_at_grt = "false"
period_used_share = 0.558
period_minus_slack_ns = 2.07
fin_setup_tns_ns = 0
slew_viol_final = 0
setup_viol = 0
layout_setup_ws_ns = 1.63

[clock_network]
cts_made_buffers = 3
post-cts-setup-buffers = 0
hold_buffers = 0
cts_tree = "yes"
cts_resized = 0
clk_latency_ns = 0.26
cts-root-buf = "clkbuf_8"
htreeDepth = 1
clockBufferDepth = 2
clk_pin_slew_worst_paths_ns = 0.08
clkSinkCount = 24

[job]
cap_viol_max_count = 0
warning_count = 27

[hold_path]
hold_path_class = "reg2reg"
logic make-up (layout without fill, tap and decap cells):
group,Yosys count,after routing,synth area share
buffers and inverters,9,10,0.0296
adders and majority gates,4,4,0.0439
and+or+nand+nor,61,61,0.306
DFF,24,24,0.421
muxes,1,1,0.00877
AOI/OAI and AO/OA,18,18,0.0987
xor gates and xnor gates,12,12,0.0921
power groups by stage:
stage	combinational (mW)	clock, mW	sequential (mW)
CTS	0.00648	0.156	0.258
global route	0.00715	0.170	0.258
finish	0.00623	0.148	0.258
cells in the mapped netlist, types with 2 or more instances:
cell type | instances | share of area
nand4bb_1 | 2 | 0.020
xor2_1 | 5 | 0.038
clkbuf_1 | 5 | 0.016
dfxtp_1 | 24 | 0.42
nor3_1 | 3 | 0.013
nand3_1 | 8 | 0.035
inv_1 | 4 | 0.013
a21oi_1 | 7 | 0.031
and3_1 | 2 | 0.011
o21ai_0 | 5 | 0.022
o41ai_1 | 2 | 0.015
and4_1 | 2 | 0.015
nor4_1 | 4 | 0.022
nor4b_1 | 2 | 0.015
xnor2_1 | 7 | 0.054
or3_1 | 4 | 0.022
ha_1 | 4 | 0.044
nor2_1 | 15 | 0.049
nand2_1 | 7 | 0.023
nand4_1 | 4 | 0.022
how the worst min path moves through the flow:
stage	from	to	slack [ns]	cells past startpoint
4_1_cts	uart_tx_inst.bit_index[2]	uart_tx_inst.bit_index[2]	0.49	2
5_1_grt	uart_tx_inst.counter[1]	uart_tx_inst.counter[1]	0.53	2
6_report	uart_tx_inst.state[2]	uart_tx_inst.state[2]	0.48	2
stage by stage:
| step | power [mW] | utilization |
|---|---|---|
| 2_1_floorplan | 0.268 | - |
| 4_1_cts | 0.421 | 0.192 |
| 3_5_place_dp | 0.271 | 0.186 |
| 5_1_grt | 0.435 | 0.192 |
| 6_report | 0.412 | 0.192 |
| 3_3_place_gp | 0.271 | 0.186 |
worst min-delay path, stage by stage (launching register included):
cell and delay [ns]:
dfxtp_1 0.32, nand2_1 0.08, nor2_1 0.05
flip-flops by register name, summed over array words and instances (netlist names):
register,flops
uart_tx_inst.o_tx,1
uart_tx_inst.state,4
uart_tx_inst.counter,16
uart_tx_inst.bit_index,3
routing by layer:
| layer | wire [um] | track usage | share of wire | up-vias |
|---|---|---|---|---|
| li1 | - | - | - | 473 |
| met1 | 1160 | 0.0538 | 0.55 | 413 |
| met2 | 869 | 0.0563 | 0.42 | 6 |
| met3 | 63 | 0.0113 | 0.030 | 0 |
| met4 | 0 | 0.000994 | 0 | 0 |
| met5 | 0 | 0 | 0 | - |
area by class of cell:
class / count / area share
well taps: 96 / 0.0916
clock buffers: 3 / 0.0315
inverters: 4 / 0.0115
multi-input cells: 96 / 0.478
flip-flops and latches: 24 / 0.366
repair buffers: 3 / 0.0210
cell usage in the layout, fill, tap and decap left out, types with 3 or more instances in the layout:
master and instances:
o21ai_0 5, or3_1 4, nand4_1 4, nor4_1 4, nor3_1 3, nand3_1 8, xnor2_1 7, dfxtp_1 24
clkbuf_8 3, ha_1 4, inv_1 4, nor2_1 15, nand2_1 7, xor2_1 5, a21oi_1 7
Power figures rest on the tool's default switching activity, not on a simulated workload.
