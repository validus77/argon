==> flow/design.v <==
module csr (
    input logic clk, 
    input logic reset,
    input logic i_instruction_valid,
    input logic [11:0] i_csr_id,
    output logic [31:0] o_csr_data
);
typedef enum logic [11:0] {
    CSR_MCYCLE   = 32'hC00,
    CSR_MCYCLEH  = 32'hC80,
    CSR_INSTRET  = 32'hC02,
    CSR_INSTRETH = 32'hC82
} csr_address_t;
logic [31:0] mcycle;
logic [31:0] mcycleh;
logic [31:0] instret;
logic [31:0] instreth;
always_ff @(posedge clk) begin
    if (reset) begin
        mcycle  <= 32'd0;
        mcycleh <= 32'd0;
    end else begin
        {mcycleh, mcycle} <= ({mcycleh, mcycle} + 64'd1);
    end
end
always_ff @(posedge i_instruction_valid) begin
    if(reset) begin
        instret <= 32'd0;
        instreth <= 32'd0;
    end else begin 
        {instreth, instret} <= ({instreth, instret} + 64'd1);
    end
end
always_comb begin
    case (i_csr_id) 
        CSR_MCYCLE: o_csr_data = mcycle;
        CSR_MCYCLEH: o_csr_data = mcycleh;
        CSR_INSTRET: o_csr_data = instret;
        CSR_INSTRETH: o_csr_data = instreth;
        default: o_csr_data = 32'd0;
    endcase
end
endmodule
==> flow/run.sh <==
#!/bin/bash
# OpenROAD 26Q1-2900-gdf79404cd8, Yosys 0.63+post, stock flow scripts
make -C /OpenROAD-flow-scripts/flow DESIGN_CONFIG=/design/flow/config.mk WORK_HOME=/design/flow/orfs finish
==> flow/config.mk <==
export PLATFORM = sky130hd
export DESIGN_NAME = csr
export DESIGN_NICKNAME = csr
export VERILOG_FILES = /design/flow/design.v
export SDC_FILE = /design/flow/constraint.sdc
export NUM_CORES = 4
export LEC_CHECK = 1
export CORE_UTILIZATION = 50
==> flow/constraint.sdc <==
current_design csr

set clk_period 9.0
set clk_io_pct 0.2

create_clock -name clk0 -period $clk_period [get_ports {clk}]
create_clock -name clk1 -period $clk_period [get_ports {i_instruction_valid}]

set non_clock_inputs [all_inputs -no_clocks]
set_input_delay [expr $clk_period * $clk_io_pct] -clock clk0 $non_clock_inputs
set_output_delay [expr $clk_period * $clk_io_pct] -clock clk0 [all_outputs]
==> CHANGELOG.md <==
## Implementation

- YS warnings: 1
- Share of power burned in registers: 43.0%
- Chip area: 14,100 µm²
- Most frequent cells after synthesis: 128 x dfxtp_1, 97 x nor2_1, 70 x nand2_1, 64 x a22oi_1, 63 x nand4_1
- Worst EP arrival: 4170 ps
- Internal Dissipation: 1.07 mW
- DRC Markers: 0
- Clk_skew: 6.91 ps
- Worst Path Max Fanout: 32
- Hpwl dp: 15,900 µm
- Gate Area: 4040 µm²
- CP most frequent cell: clkdlybuf4s50_1
- Total GRT Usage: 32.8%
- Worst slew margin: 41.1%
- Critical Path Max Stage Delay: 490 ps
- Initial antenna violation count: 0
- Maximum vdd drop: 0.000127 V
- Post-synthesis cell area: 6820 µm²
- Status: finished, final reports clean
- Core area: 13,300 µm²
- Number of core rows: 42
- Synth Instances: 871
- Antenna Nets Post-Route: 0
- Synth-to-Final Area Change: 17.6%
- Max-cap violations: 0
- CTS Hold Bufs: 0
- Final hold vios: 0
- First-pass GRT wire length: 34,500 µm
- Synth Seq Share: 37.6%
- Die width: 119 µm
- Slew Limit Fails: 0
- Syn avg cell area: 7.83 µm²
- Async S/R FF share, synth: 0%
- Count leader, synth: dfxtp_1
- Post-CTS Resized: 0
- Gate power share: 1.6%
- Initial DRC Count: 708
- Top FF cell, synth: dfxtp_1
- RePlAce Congestion: 0.985
- Cell Pwr Density: 166 nW/µm²
- Reg area: 2560 µm²
- P_sw: 261 µW
- Pre-antenna DRT Iters: 6
- Final worst slack: 3030 ps
- Leading area contributor after synthesis: dfxtp_1
- RSZ-0062 raised after global routing: false
- Final setup fails: 0
- Tool Warnings: 28
- IO Port Bufs: 45
- Yosys chip area: 6820 µm²
- Vias: 6,875
- WL final: 22,300 µm
- WP data required: 7200 ps
- Crit path cell chain: clkdlybuf4s50_1 -> nor4bb_1 -> nand3_1 -> nor3_2 -> buf_4 -> a22oi_1 -> nand2_1 -> clkdlybuf4s50_1
- Hold Path Class: reg -> reg
- Library cells used by synthesis: 38
- Worst Path Buf+Inv: 3
- DIE HEIGHT: 119 µm
- Area share, top type: 37.6%
- Worst slack, placed: 3030 ps
- Slowest-stage cell, CP: clkdlybuf4s50_1
- Vias per cell: 6.33
- Nature of the critical path endpoint: output port
- Clock sink count: 128
- Diode count: 0
- Cell total in the yosys stat output: 871
- Share of cells above drive strength 1: 6.15%
- EDFF count, synth: 0
- Clock transition at the registers of the reported paths: 50 ps
- WS Path Type: in -> out
- Setup Buffers After CTS: 0
- Routed length per placed instance: 20.5 µm
- Gr ovfl total: 0
- CP delay by family, top: buffers and inverters
- Leakage: 2.47 nW
- Worst Tran Pin Value: 876 ps
- Largest net degree at the start of global routing: 68
- Starting density of the core: 51.3%
- Clk pwr share: 55.4%
- Number of global-route vias before repair: 6,208
- I/O pin count: 47
- FF+latch count, synth: 128
- Fillers: 1,156
- CP Launch Type: primary input
- Synth top area cells: dfxtp_1 38%, a22oi_1 7.0%, nand4_1 5.8%, nor2_1 5.3%, xor2_1 4.6%
- Sw frac: 19.6%
- Setup_tns: 0 ps
- CTS tree: yes
cell usage in the layout, fill, tap and decap left out, types with 20 or more instances in the layout:
cell type / instances
nor3_1: 20
nand2_1: 70
dfxtp_1: 128
nor2_1: 95
xnor2_1: 32
clkdlybuf4s50_1: 44
a22oi_1: 64
o21ai_0: 45
nand3_1: 56
nand4_1: 63
xor2_1: 36
a21oi_1: 54
or3_1: 46
worst paths after layout:
| path | from | end | slack, ps | depth (start not counted) |
|---|---|---|---|---|
| setup / recovery | i_csr_id[11] | o_csr_data[19] | 3030 | 8 |
| hold / removal | mcycleh[12]$_SDFF_PP0_ | mcycleh[12]$_SDFF_PP0_ | 510 | 2 |
| min in group clk1 | instret[0]$_SDFF_PP0_ | instret[0]$_SDFF_PP0_ | 520 | 1 |
| setup reg to reg | mcycle[21]$_SDFF_PP0_ | mcycleh[31]$_SDFF_PP0_ | 5750 | 5 |
| hold reg to reg | mcycleh[12]$_SDFF_PP0_ | mcycleh[12]$_SDFF_PP0_ | 510 | 2 |
| max in group clk1 | reset | instreth[6]$_SDFF_PP0_ | 5710 | 5 |
flip-flops by register name (all words and copies together), names as in the netlist:
name      cells
mcycle       32
instreth     32
mcycleh      32
instret      32
worst min-delay path, stage by stage, from the launching register on:
cell and delay, ps:
dfxtp_1 320, o21ai_0 80, a21oi_1 60
through the flow:
step           area [µm²]  hold WS [ps]  utilization, %  instances  power, mW
6_report             8020           515            60.3       1086       1.33
4_1_cts              8020           520            60.3       1086       1.34
5_1_grt              8020           546            60.3       1086       1.37
3_5_place_dp         7390           500            55.6       1054      0.606
2_1_floorplan        6820           449               -        871      0.596
3_3_place_gp         7390           497            55.6       1054      0.605
cell families (layout without fill, tap and decap cells):
| group | count (synthesis) | after routing | share of synthesized area [%] |
|---|---|---|---|
| muxes | 1 | 1 | 0.165 |
| DFF | 128 | 128 | 37.6 |
| and+or+nand+nor | 437 | 437 | 34.1 |
| buffers and inverters | 61 | 100 | 3.47 |
| AOI/OAI and AO/OA | 174 | 174 | 15.6 |
| adders and majority gates | 2 | 2 | 0.367 |
| xor gates and xnor gates | 68 | 68 | 8.73 |
power by group through the flow:
| stage | sequential [mW] | clock (mW) | combinational [mW] |
|---|---|---|---|
| after global routing | 0.573 | 0.774 | 0.0227 |
| after CTS | 0.573 | 0.745 | 0.0208 |
| final | 0.574 | 0.738 | 0.0207 |
per-layer routing:
metal / wire [µm] / up-vias / global-route usage (%)
met3: 1840 / 38 / 6.69
li1: - / 3286 / -
met2: 10500 / 310 / 52.0
met4: 652 / 0 / 8.54
met5: 0 / - / 0
met1: 9270 / 3241 / 46.9
final cells by class:
cell class | instances | share of cell area, %
inverters | 14 | 0.655
multi-input cells | 682 | 50.3
flip-flops and latches | 128 | 32.0
well taps | 176 | 2.75
repair buffers | 54 | 6.43
clock buffers | 27 | 6.66
clock inverters | 5 | 1.25
Power is estimated from default activity; no workload was simulated.
